===== /design/flow/design.v =====
module clb(clk, scan_clk, clb_in, out, scan_in, scan_out, scan_en, reset);
	parameter CLB_IN_WIDTH = 4;
	parameter CLB_BLE_NUM = 1;
	parameter CONN_SEL_WIDTH = 3;
	input clk, scan_clk, scan_in, scan_en, reset;
	input [CLB_IN_WIDTH-1:0] clb_in;
	output [CLB_BLE_NUM-1:0] out;
	output scan_out;
	wire scan_conn_0;
	wire scan_conn_1;
	wire [CLB_IN_WIDTH-1:0] ble_in_conn;
	wire is_comb;
    wire [11:0] mux_config;
    wire [5:0] complete_in = {1'b0, out, clb_in};
	sram #(13) inst_lut_data(.scan_clk(scan_clk), .sram_data({mux_config, is_comb}), .scan_in(scan_in), 
	                            .scan_out(scan_conn_1), .scan_en(scan_en)); 
    assign ble_in_conn[0] = complete_in[mux_config[2:0]];
    assign ble_in_conn[1] = complete_in[mux_config[5:3]];
    assign ble_in_conn[2] = complete_in[mux_config[8:6]];
    assign ble_in_conn[3] = complete_in[mux_config[11:9]];
	ble #(CLB_IN_WIDTH) inst_ble(.clk(clk), .scan_clk(scan_clk), .is_comb(is_comb), .lut_in(ble_in_conn), .out(out), .scan_in(scan_conn_1), .scan_out(scan_out), .scan_en(scan_en), .*);
endmodule
module ble(clk, scan_clk, is_comb, lut_in, out, scan_in, scan_out, scan_en, reset);
	parameter WIDTH = 4;
	input clk, scan_clk, is_comb, scan_in, scan_en, reset;
	input [WIDTH-1:0] lut_in;
	output out, scan_out;
    wire [(WIDTH**2)-1:0] sram_data;
	wire lut_table_out = sram_data[lut_in];
	reg lut_ff;
	sram #(16) inst_lut_data(.scan_clk(scan_clk), .sram_data(sram_data), .scan_in(scan_in), 
	                            .scan_out(scan_out), .scan_en(scan_en)); 
	mux2 #(1) inst_lut_mux(.in1(lut_table_out), .in0(lut_ff), .select(is_comb), .out(out));
	always @ (posedge clk) begin
		if(reset) 
			lut_ff <= 1'b0;
		else
			lut_ff <= lut_table_out;
	end
endmodule
module clb_complete_conn(scan_clk, complete_in, out, scan_in, scan_out, scan_en);
	parameter IN_WIDTH = 6;
	parameter OUT_WIDTH = 4;
	parameter MUX_SEL_WIDTH = 3;
	input [IN_WIDTH-1:0] complete_in;
	input scan_clk, scan_in, scan_en;
	output [OUT_WIDTH-1:0] out;
	output scan_out;
	wire [(MUX_SEL_WIDTH * OUT_WIDTH)-1:0] mux_config;
    sram #(MUX_SEL_WIDTH * OUT_WIDTH) inst_lut_data(.scan_clk(scan_clk), .sram_data(mux_config), .scan_in(scan_in), 
	                            .scan_out(scan_out), .scan_en(scan_en)); 
    assign out[0] = complete_in[mux_config[2:0]];
    assign out[1] = complete_in[mux_config[5:3]];
    assign out[2] = complete_in[mux_config[8:6]];
    assign out[3] = complete_in[mux_config[11:9]];
endmodule
`timescale 1ns/1ps
module sram(scan_clk, sram_data, scan_in, scan_out, scan_en);
	parameter SIZE = 16;
	input scan_clk, scan_en, scan_in;
	output scan_out;
	output reg [SIZE-1 : 0] sram_data;
	always @ (posedge scan_clk) begin
		if(scan_en) begin
			sram_data <= {sram_data[SIZE-2:0], scan_in};
		end
		else begin
		    sram_data <= sram_data;
		end
	end
	assign scan_out = sram_data[SIZE-1];
endmodule 

===== /design/flow/run.sh =====
#!/bin/bash
# OpenROAD 26Q1-2900-gdf79404cd8, Yosys 0.63+post, stock flow scripts
make -C /OpenROAD-flow-scripts/flow DESIGN_CONFIG=/design/flow/config.mk WORK_HOME=/design/flow/orfs finish

===== /design/flow/config.mk =====
export PLATFORM = sky130hd
export DESIGN_NAME = clb_complete_conn
export DESIGN_NICKNAME = clb_complete_conn
export VERILOG_FILES = /design/flow/design.v
export SDC_FILE = /design/flow/constraint.sdc
export NUM_CORES = 4
export LEC_CHECK = 1
export CORE_AREA = 10 10 86 86
export DIE_AREA = 0 0 96 96

===== /design/flow/constraint.sdc =====
current_design clb_complete_conn

set clk_period 1.5
set clk_io_pct 0.2

create_clock -name clk0 -period $clk_period [get_ports {scan_clk}]

set non_clock_inputs [all_inputs -no_clocks]
set_input_delay [expr $clk_period * $clk_io_pct] -clock clk0 $non_clock_inputs
set_output_delay [expr $clk_period * $clk_io_pct] -clock clk0 [all_outputs]

==> flow_metrics.env <==
# implementation run metrics
export IMPL_outcome="finished, violations left"
export IMPL_violations="setup timing"
export IMPL_compound_area_share_pct=6.19
export IMPL_holdPathEnd="inst_lut_data.sram_data[8]"
export IMPL_vias=393
export IMPL_place_congestion=0.732
export IMPL_avgRoutedWirePerCell_um=10.0
export IMPL_rsz0062_at_grt="yes"
export IMPL_max_freq_ghz=0.600
export IMPL_clock_path_buffers=2
export IMPL_hold_viol_final=0
export IMPL_syn_cell_area_um2=566
export IMPL_die_area_um2=9220
export IMPL_fp_utilization_pct=10.2
export IMPL_warnings=27
export IMPL_p_total_mw=0.817
export IMPL_drc=0
export IMPL_cp_data_arrival_time_ns=1.37
export IMPL_ys_seq_elements=12
export IMPL_reg_top3="inst_lut_data.sram_data (12)"
export IMPL_crit_fanout=2
export IMPL_reg2reg_depth=2
export IMPL_cts_htree_levels=1
export IMPL_routed_wl_um=1290
export IMPL_synthTopCellsByArea="edfxtp_1, mux4_2, mux2i_1"
export IMPL_synth_top_cell_by_area="edfxtp_1"
export IMPL_edf_count=12
export IMPL_fin_ws_ns=-0.165
export IMPL_grt_max_degree=13
export IMPL_grt_pass1_wl_um=2040
export IMPL_fp_dieH_um=96
export IMPL_cts_tree="built"
export IMPL_yosys_stat_seqShare_pct=63.7
export IMPL_grt_antenna_before_repair=0
export IMPL_nFillCells=616
export IMPL_tightest_slew_ns=0.188
export IMPL_clkTransAtPathRegs_ns=0.05
export IMPL_clock_skew_ns=0.00176
export IMPL_top_area_share_pct=63.7
export IMPL_slew_headroom_pct=87.1
export IMPL_maxSlewViolCount=0
export IMPL_drive_above_1_share_pct=42.1
export IMPL_top_cell="edfxtp_1"
export IMPL_grt_use_total_pct=2.83
export IMPL_power_leakage_nw=0.335
export IMPL_setup_viol=4
export IMPL_core_um2=5540
export IMPL_drv_cap=0
export IMPL_insertion_delay_ns=0.24
export IMPL_drt_iter0_drc=18
export IMPL_r2r_setup_slack_ns=0.57
export IMPL_routed_via_density=3.05
export IMPL_critPathLaunchType="flop"
export IMPL_portBuffers=13
export IMPL_antenna_left=0
export IMPL_r2r_end="inst_lut_data.sram_data[1]"
export IMPL_grt_ovfl_total=0
export IMPL_critPathMaxStageDelay_ns=0.52
export IMPL_post_dp_hpwl_um=994
export IMPL_holdCritStartpoint="inst_lut_data.sram_data[7]"
export IMPL_first_pass_iters=2
export IMPL_ys_top_logic_family="multiplexers"
export IMPL_mi_logic_area_um2=215
export IMPL_r2r_start="inst_lut_data.sram_data[0]"
export IMPL_fp_dieW_um=96
export IMPL_num_rows=27
export IMPL_first_global_vias=420
export IMPL_fa_ha_area_share_pct=0
export IMPL_syn_avg_cell_area_um2=17.7
export IMPL_ys_types=6
export IMPL_cpMaxStageDelayCell="mux4_2"
export IMPL_cts_buffers=3
export IMPL_synthCells=32
export IMPL_cts_hold_buf=0
export IMPL_xor_share_pct=0
export IMPL_finalClockPeriodUsage_pct=111
export IMPL_synth_async_reset_ratio_pct=0
export IMPL_simple_gate_share_pct=4.42
export IMPL_holdWs_ns=0.483
export IMPL_crit_required_ns=1.20
export IMPL_ys_chip_area_um2=566
export IMPL_min_path_cells=0
export IMPL_diodes=0
export IMPL_path_class="flop to output port"
export IMPL_register_area_um2=360
export IMPL_root_buffer="clkbuf_8"
export IMPL_mux_share_pct=23.0
export IMPL_ys_cells=32
export IMPL_final_min_clock_period_ns=1.67
export IMPL_io_pins=14
export IMPL_vdd_drop_max_v=0.000585
export IMPL_crit_chain="mux4_2 > o2bb2ai_2 > buf_2"
export IMPL_flop_cell="edfxtp_1"
export IMPL_largest_reg_flops=12
export IMPL_end_kind="output port"
export IMPL_cts_sinks=12
export IMPL_regMostFlops="inst_lut_data.sram_data"
export IMPL_power_density_nw_per_um2=914
export IMPL_ys_warn_count=1
export IMPL_min_path_type="flop to flop"
export IMPL_syn_to_final_growth_pct=58.0
==> layout by cell type, fill, tap and decap left out <==
| master | n |
|---|---|
| edfxtp_1 | 12 |
| buf_4 | 9 |
| dlygate4sd2_1 | 5 |
| inv_1 | 4 |
| mux4_2 | 4 |
| nand2b_1 | 4 |
| mux2i_1 | 4 |
| o2bb2ai_2 | 4 |
| clkdlybuf4s50_1 | 4 |
| buf_2 | 4 |
| clkbuf_8 | 3 |
==> per-stage QoR <==
stage               util [%]  cell area [um^2]  setup TNS [ns]  setup slack, ns  std cells
floorplan                  -               566               0            0.222         32
global placement        15.0               831           -2.56           -0.651        123
detailed placement      15.0               831           -2.59           -0.666        123
CTS                     16.0               886          -0.719           -0.186        128
global route            16.1               893          -0.900           -0.235        129
finish                  16.1               893          -0.646           -0.165        129
==> power by group <==
part | switching [mW] | internal, mW
sequential | 0.0142 | 0.394
combinational | 0.0445 | 0.0772
clock | 0.111 | 0.176
total | 0.170 | 0.647
==> worst max-delay path by stage <==
stage	end	slack (ns)	startpoint	depth (start not counted)
CTS	out[2]	-0.19	inst_lut_data.sram_data[6]	3
global route	out[2]	-0.24	inst_lut_data.sram_data[6]	3
finish	out[0]	-0.17	inst_lut_data.sram_data[0]	3
==> cell families (layout without fill, tap and decap cells) <==
kind of cell | after synthesis | count (layout)
mux | 8 | 8
flops | 12 | 12
simple gates | 4 | 4
buf+inv | 4 | 29
compound gates | 4 | 4
==> worst max-delay path: cells and delay by family (launching register included) <==
family          cells  cell delay (ns)
compound gates      1             0.13
flops               1             0.37
mux                 1             0.52
buf+inv             1             0.11
==> what timing repair did <==
item,in CTS,in global routing
endpoints found under the setup margin,5,4
cloned,0,0
pin swaps,4,4
endpoints found under the hold margin,0,0
gates resized,21,0
buffers inserted,2,1
==> cell type report <==
| type | count | area share (%) |
|---|---|---|
| Timing Repair Buffer | 22 | 19.2 |
| Clock buffer | 3 | 4.62 |
| Tap cell | 72 | 10.1 |
| Inverter | 4 | 1.68 |
| Multi-Input combinational cell | 16 | 24.1 |
| Sequential cell | 12 | 40.3 |
==> routing by layer <==
metal  global-route usage, %  vias to the layer above  wire length, um
met5                       0                        -                0
met3                    2.28                        2              150
met2                    3.76                       19              536
li1                        -                      179                -
met1                    3.69                      193              601
met4                   0.123                        0                4
Power figures rest on the tool's default switching activity, not on a simulated workload.
